$ cat /design/flow/config.mk
export PLATFORM = sky130hd
export DESIGN_NAME = gray_counter
export DESIGN_NICKNAME = gray_counter
export VERILOG_FILES = /design/flow/design.v
export SDC_FILE = /design/flow/constraint.sdc
export NUM_CORES = 4
export LEC_CHECK = 1
export CORE_AREA = 10 10 70 70
export DIE_AREA = 0 0 80 80
$ cat /design/flow/constraint.sdc
current_design gray_counter

set clk_period 2.0
set clk_io_pct 0.2

create_clock -name clk0 -period $clk_period [get_ports {clk}]

set non_clock_inputs [all_inputs -no_clocks]
set_input_delay [expr $clk_period * $clk_io_pct] -clock clk0 $non_clock_inputs
set_output_delay [expr $clk_period * $clk_io_pct] -clock clk0 [all_outputs]
$ cat /design/flow/design.v
`timescale 1ns / 1ps
module gray_counter #(
    parameter WIDTH = 5     
) (
    input  wire             clk,         
    input  wire             rst_n,       
    input  wire             enable,      
    output reg [WIDTH-1:0]  gray_count,     
    output reg [WIDTH-1:0]  binary_count    
);
    wire [WIDTH-1:0] next_binary;
    wire [WIDTH-1:0] next_gray;
    assign next_binary = binary_count + 1'b1;
    assign next_gray = next_binary ^ (next_binary >> 1);
    always @(posedge clk or negedge rst_n) begin
        if (!rst_n) begin
            binary_count <= {WIDTH{1'b0}};
            gray_count   <= {WIDTH{1'b0}};
        end
        else if (enable) begin
            binary_count <= next_binary;
            gray_count   <= next_gray;
        end
    end
    // synthesis translate_off
    reg [WIDTH-1:0] prev_gray;
    integer bit_changes;
    integer bit_idx;
    always @(posedge clk) begin
        if (rst_n && enable) begin
            prev_gray <= gray_count;
            bit_changes = 0;
            for (bit_idx = 0; bit_idx < WIDTH; bit_idx = bit_idx + 1) begin
                if (prev_gray[bit_idx] != gray_count[bit_idx]) begin
                    bit_changes = bit_changes + 1;
                end
            end
            if (binary_count > 1 && bit_changes != 1) begin
                $display("[%0t] ERROR: Gray code changed by %0d bits (should be 1)",
                         $time, bit_changes);
                $display("       Previous: %b, Current: %b", prev_gray, gray_count);
            end
        end
    end
    // synthesis translate_on
endmodule
module gray_to_binary #(
    parameter WIDTH = 5
) (
    input  wire [WIDTH-1:0] gray,
    output wire [WIDTH-1:0] binary
);
    genvar i;
    generate
        assign binary[WIDTH-1] = gray[WIDTH-1];
        for (i = WIDTH-2; i >= 0; i = i - 1) begin : gray2bin_loop
            assign binary[i] = binary[i+1] ^ gray[i];
        end
    endgenerate
endmodule
$ cat /design/flow/run.sh
#!/bin/bash
# OpenROAD 26Q1-2900-gdf79404cd8, Yosys 0.63+post, stock flow scripts
make -C /OpenROAD-flow-scripts/flow DESIGN_CONFIG=/design/flow/config.mk WORK_HOME=/design/flow/orfs finish
==> impl_metrics.ini <==
; flow metrics
[status]
status = completed

[drt]
first_pass_iters = 2
via_count = 338
routedWlPerCell_um = 9.77
route.antenna.diode_count = 0
vias_per_cell = 3.38
route.antenna.remaining_nets = 0
final_routed_wirelength_across_all_metal_layers_um = 977
drc = 0
detailedRoute.firstIterationViolations = 19

[worst_setup_path]
worst_setup_path_start_kind = flip-flop
critical_path.startpoint = binary_count[2]
required_ns = 1.60
cp_max_fo = 8
worst-setup-path-type = flip-flop to output pin
cp_num_buf_inv = 1
endpoint_arrival_time_on_the_critical_path_ns = 1.29
worst_r2r_startpoint = binary_count[0]
cpMaxStageDelayCell = sky130_fd_sc_hd__clkdlybuf4s50_1
timing.rr.end = gray_count[1]
r2r_setup_slack_ns = 0.51
critical-path-top-delay-family = buffers and inverters
crit_chain = clkdlybuf4s50_1
timing.reg2reg.worst_path_depth = 4
critical_path_capture_point_type = output pin
slowest_stage_delay_cp_ns = 0.53

[die]
pin_count = 13
standard_cell_core_area_um2 = 3420
chip_area_um2 = 6400
die.size.x_um = 80
fp-row-count = 21
die.size.y_um = 80
fp-utilization = 0.136

[global_route]
first_global_vias = 320
antenna_found_initial = 0
globalRouteOverflowTotal = 0
grt_max_degree = 12
wire_length_of_the_first_global_routing_pass_um = 1610
globalRouteTotalUtil = 0.0329

[clock_tree]
cts_post_setup_buffers_inserted = 0
cts_hold_repair_buffers = 0
clock_insertion_delay_worst_skew_ns = 0.26
clk_path_buf_depth = 2
number_of_buffers_created_by_cts = 3
cts_tree = built
clock_sink_count = 9
cts_root_buffer = sky130_fd_sc_hd__clkbuf_4
cts_resized = 0
htree_num_levels = 1
worst_setup_hold_path_clk_slew_ns = 0.06

[logic_synthesis]
ys_types = 17
post_synth_instance_area_um2 = 465
ys_chip_area_um2 = 465
netlist.area_leader.share = 0.484
numSynthFlops = 9
synth.yosys.num_cells = 41
post_syn_instances = 41
top_area_cell = sky130_fd_sc_hd__dfrtp_1
ys_seq_share = 0.484
top_cells_by_area = sky130_fd_sc_hd__dfrtp_1 (48%), sky130_fd_sc_hd__xnor2_1 (13%), sky130_fd_sc_hd__mux2_2 (7.3%), sky130_fd_sc_hd__xor2_1 (3.8%), sky130_fd_sc_hd__mux2_4 (3.2%)
average_cell_area_after_synthesis_um2 = 11.4
number_of_warnings_issued_by_yosys = 2

[min_path]
hp-class = input pin to async pin

[sta]
timing.max_slew.rel_slack = 0.701
period_used_share = 0.843
maximum_clock_rate_ghz = 0.593
final_period_minus_worst_setup_slack_ns = 1.69
fin_tns_setup_ns = 0
final-setup-viol-count = 0
timing.final.ws_setup_ns = 0.315
rsz0062_at_grt = no
finalClockSkew_ns = 0.00229
tightest_slew_ns = 0.447
number_of_endpoints_with_negative_hold_slack_in_the_final_report = 0
number_of_max_slew_violations_in_the_final_report = 0

[placed_design]
finalWeightedCongestion = 0.795
place.detailed.instances = 96
placed_cell_area_um2 = 626
port-buffer-count = 12
place_worst_setup_slack_ns = 0.243

[cells_and_area]
final_common_cell = sky130_fd_sc_hd__clkdlybuf4s50_1
area_growth_syn_to_layout_pct = 40.1
finalInstanceArea_um2 = 652
final_cell_mix = sky130_fd_sc_hd__clkdlybuf4s50_1 (12), sky130_fd_sc_hd__dfrtp_1 (9), sky130_fd_sc_hd__xnor2_1 (7)
post_route_cells_drive_above_1_share = 0.130
stdcell_count = 100

[power_and_ir_drop]
power.ir.vdd_worst_uv = 290
total_power_mw = 1.14
p_leak_nw = 0.252
p_per_area_nw_per_um2 = 1740

[run]
max_cap_viol_count = 0
warnings = 25
power by group:
| part | switching, mW | total, mW | internal (mW) |
|---|---|---|---|
| Combinational | 0.183 | 0.599 | 0.416 |
| Clock | 0.0605 | 0.137 | 0.0767 |
| Sequential | 0.118 | 0.399 | 0.281 |
cell type report:
class                   count  area (µm²)
repair buffers             12         120
flip-flops and latches      9         225
well taps                  46        57.6
multi-input cells          26         211
clock buffers               4        26.3
fillers                   375        2760
inverters                   3        11.3
worst max path at each step:
stage | endpoint | slack, ns | cells after the start
CTS | binary_count[2] | 0.28 | 1
global route | binary_count[0] | 0.20 | 1
finish | binary_count[2] | 0.31 | 1
sequential cells by signal (all words and copies together), names as in the netlist:
| signal | cells |
|---|---|
| binary_count | 4 |
| gray_count | 5 |
Yosys cell counts:
library cell	instances
sky130_fd_sc_hd__mux2_2	3
sky130_fd_sc_hd__o32a_1	1
sky130_fd_sc_hd__a21oi_1	1
sky130_fd_sc_hd__xor2_1	2
sky130_fd_sc_hd__buf_4	1
sky130_fd_sc_hd__o2111ai_1	1
sky130_fd_sc_hd__mux2_4	1
sky130_fd_sc_hd__xnor2_1	7
sky130_fd_sc_hd__inv_1	3
sky130_fd_sc_hd__dfrtp_1	9
sky130_fd_sc_hd__nand2b_1	1
sky130_fd_sc_hd__nand4_1	2
sky130_fd_sc_hd__buf_2	2
sky130_fd_sc_hd__o21ai_0	2
sky130_fd_sc_hd__ha_1	1
sky130_fd_sc_hd__o211ai_1	1
sky130_fd_sc_hd__nand2_1	3
cells by family after synthesis:
| kind of cell | Yosys count | synth area share |
|---|---|---|
| XOR/XNOR | 9 | 0.169 |
| multiplexers | 4 | 0.105 |
| flip-flops | 9 | 0.484 |
| adder cells (fa/ha/maj) | 1 | 0.0269 |
| buffers and inverters | 6 | 0.0618 |
| AND/OR/NAND/NOR | 6 | 0.0645 |
| AND-OR/OR-AND | 6 | 0.0887 |
per-stage QoR:
step	util	hold slack [ns]
floorplan	-	0.104
global placement	0.183	0.497
detailed placement	0.183	0.494
CTS	0.191	0.447
global route	0.191	0.458
finish	0.191	0.437
metal layers:
layer | routed length [µm] | share of wire | up-vias | GRT usage
met4 | 0 | 0 | 0 | 0.00176
met5 | 0 | 0 | - | 0
met3 | 177 | 0.18 | 0 | 0.0318
met2 | 382 | 0.39 | 13 | 0.0417
li1 | - | - | 167 | -
met1 | 417 | 0.43 | 158 | 0.0406
Power is estimated from default activity; no workload was simulated.
