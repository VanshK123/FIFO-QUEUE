### flow/config.mk
export PLATFORM = sky130hd
export DESIGN_NAME = fifo_sync
export DESIGN_NICKNAME = fifo_sync
export VERILOG_FILES = /design/flow/design.v
export SDC_FILE = /design/flow/constraint.sdc
export NUM_CORES = 4
export LEC_CHECK = 1
export CORE_UTILIZATION = 40
### flow/constraint.sdc
current_design fifo_sync

set clk_period 15.0
set clk_io_pct 0.2

create_clock -name clk0 -period $clk_period [get_ports {clk}]

set non_clock_inputs [all_inputs -no_clocks]
set_input_delay [expr $clk_period * $clk_io_pct] -clock clk0 $non_clock_inputs
set_output_delay [expr $clk_period * $clk_io_pct] -clock clk0 [all_outputs]
### flow/design.v
`timescale 1ns / 1ps
module fifo_sync #(
    parameter DATA_WIDTH         = 32,                       
    parameter DEPTH              = 16,                       
    parameter ADDR_WIDTH         = $clog2(DEPTH),            
    parameter ALMOST_FULL_THRESH = DEPTH - 2,                
    parameter ALMOST_EMPTY_THRESH = 2                        
) (
    input  wire                    clk,        
    input  wire                    rst_n,      
    input  wire                    wr_en,      
    input  wire [DATA_WIDTH-1:0]   wr_data,    
    output reg                     full,       
    output reg                     almost_full,   
    output reg                     overflow,   
    input  wire                    rd_en,      
    output reg  [DATA_WIDTH-1:0]   rd_data,    
    output reg                     empty,      
    output reg                     almost_empty,  
    output reg                     underflow,  
    output reg  [ADDR_WIDTH:0]     data_count,   
    output reg  [ADDR_WIDTH:0]     peak_count    
);
    reg [DATA_WIDTH-1:0] mem [0:DEPTH-1];
    reg [ADDR_WIDTH:0] wr_ptr;     
    reg [ADDR_WIDTH:0] rd_ptr;     
    wire [ADDR_WIDTH:0] next_wr_ptr;   
    wire [ADDR_WIDTH:0] next_rd_ptr;   
    wire [ADDR_WIDTH:0] next_data_count;   
    wire full_cond;    
    wire empty_cond;   
    wire do_write;     
    wire do_read;      
    wire [ADDR_WIDTH-1:0] wr_addr = wr_ptr[ADDR_WIDTH-1:0];
    wire [ADDR_WIDTH-1:0] rd_addr = rd_ptr[ADDR_WIDTH-1:0];
    assign empty_cond = (wr_ptr == rd_ptr);
    assign full_cond = (wr_ptr[ADDR_WIDTH-1:0] == rd_ptr[ADDR_WIDTH-1:0]) &&
                       (wr_ptr[ADDR_WIDTH] != rd_ptr[ADDR_WIDTH]);
    assign do_write = wr_en && !full;     
    assign do_read  = rd_en && !empty;    
    assign next_wr_ptr = do_write ? (wr_ptr + 1'b1) : wr_ptr;
    assign next_rd_ptr = do_read  ? (rd_ptr + 1'b1) : rd_ptr;
    assign next_data_count = next_wr_ptr - next_rd_ptr;
    always @(posedge clk) begin
        if (!rst_n) begin
            wr_ptr <= {(ADDR_WIDTH+1){1'b0}};
        end
        else if (do_write) begin
            mem[wr_addr] <= wr_data;
            wr_ptr <= wr_ptr + 1'b1;
        end
    end
    always @(posedge clk) begin
        if (!rst_n) begin
            rd_ptr <= {(ADDR_WIDTH+1){1'b0}};
            rd_data <= {DATA_WIDTH{1'b0}};
        end
        else if (do_read) begin
            rd_data <= mem[rd_addr];
            rd_ptr <= rd_ptr + 1'b1;
        end
    end
    always @(posedge clk) begin
        if (!rst_n) begin
            full         <= 1'b0;
            empty        <= 1'b1;   
            almost_full  <= 1'b0;
            almost_empty <= 1'b1;   
            data_count   <= {(ADDR_WIDTH+1){1'b0}};
        end
        else begin
            data_count <= next_data_count;
            full <= (next_wr_ptr[ADDR_WIDTH-1:0] == next_rd_ptr[ADDR_WIDTH-1:0]) &&
                    (next_wr_ptr[ADDR_WIDTH] != next_rd_ptr[ADDR_WIDTH]);
            empty <= (next_wr_ptr == next_rd_ptr);
            almost_full <= (next_data_count >= ALMOST_FULL_THRESH);
            almost_empty <= (next_data_count <= ALMOST_EMPTY_THRESH);
        end
    end
    always @(posedge clk) begin
        if (!rst_n) begin
            overflow  <= 1'b0;
            underflow <= 1'b0;
        end
        else begin
            overflow <= wr_en && full;
            underflow <= rd_en && empty;
        end
    end
    always @(posedge clk) begin
        if (!rst_n) begin
            peak_count <= {(ADDR_WIDTH+1){1'b0}};
        end
        else if (next_data_count > peak_count) begin
            peak_count <= next_data_count;
        end
    end
    // synthesis translate_off
    always @(posedge clk) begin
        if (rst_n && wr_en && full) begin
            $display("[%0t] WARNING: FIFO overflow detected - write attempted when full", $time);
        end
    end
    always @(posedge clk) begin
        if (rst_n && rd_en && empty) begin
            $display("[%0t] WARNING: FIFO underflow detected - read attempted when empty", $time);
        end
    end
    always @(posedge clk) begin
        if (rst_n && (data_count > DEPTH)) begin
            $display("[%0t] ERROR: Data count (%0d) exceeds DEPTH (%0d)",
                     $time, data_count, DEPTH);
            $finish;
        end
    end
    // synthesis translate_on
endmodule
### flow/run.sh
#!/bin/bash
# OpenROAD 26Q1-2900-gdf79404cd8, Yosys 0.63+post, stock flow scripts
make -C /OpenROAD-flow-scripts/flow DESIGN_CONFIG=/design/flow/config.mk WORK_HOME=/design/flow/orfs finish
==> results.cfg <==
; yosys + openroad results
[placement]
routabilityCongestion = 0.785
pre_cts_ws_ns = 8.07
dp_hpwl_um = 23100
place_inst = 1759
port_buffers = 83

[detailed_routing]
antenna_cells = 0
drc = 0
vias_per_cell = 5.37
drt_iter0_markers = 554
routed_wl_um = 45900
routedWlPerCell_um = 24.6
vias = 10000
ant_nets = 0
dr.pass1.iters = 4

[sta]
rsz0062_at_grt = no
fin_worst_skew_ns = 0.0124
finalWorstSetupSlack_ns = 8.71
setup_viol = 0
worst_pin_slew_ns = 0.784
maxSlewHeadroom = 0.476
slew_violations = 0
finalSetupTns_ns = 0
max_freq_mhz = 159
fin_crit_ns = 6.29
hold_viol_final = 0
finalClockPeriodUsage = 0.420

[power_and_ir_drop]
swShare = 0.214
leakage_uw = 0.00785
switchingPower_uw = 746
p_comb_frac = 0.095
peakVddDrop_mv = 0.111
seqPwrFrac = 0.513
p_clk_frac = 0.392
power.density_mw_per_mm2 = 138
p_int_uw = 2750

[worst_hold_path]
hold_class = reg2reg
min_path_cells = 2

[final_layout]
syn_to_final_growth_pct = 16.3
final_cells = 1866
drive_above_1_share = 0.256

[global_routing]
grt_first_pass_wirelength_um = 68700
grt_pass1_vias = 11200
gr-total-overflow = 0
grt_max_degree = 61
grt_use_total = 0.186
antenna_found_initial = 3

[yosys]
ys_cells = 1005
ys_area_sq_mm = 0.0218
enable_flop_cells = 512
yosysWarnings = 2
largest_area_cell = edfxtp_1
synth_async_sr_flop_share = 0
synth.area.top_cells = edfxtp_1 71%, mux4_2 17%, dfxtp_1 5.3%
top_cells_by_count = 512 x edfxtp_1, 160 x mux4_2, 73 x nand2_1
synth_cell_types = 41
ff_type = edfxtp_1
ys_seq_share = 0.759
synth_top_area_share = 0.706
numSynthFlops = 570
synth_top_cell_by_count = edfxtp_1
synthCells = 1005
syn_area_per_cell_sq_um = 21.7
syn-cell-area_sq_mm = 0.0218

[critical_path]
cp-start-kind = input port
cp_common_cell = ha_1
critical_path_class = in2reg
crit_path_max_fanout = 34
critPathSlowestCell = clkdlybuf4s50_1
path_cells = clkdlybuf4s50_1 -> or2b_2 -> buf_4 -> xnor2_1 -> ha_1 -> inv_1 -> ha_1 -> nor2_1 -> nor2_1 -> a221oi_2 -> xor2_1 -> ha_1 -> a31oi_1 -> o21ai_1 -> o21ai_2 -> mux2_4
crit_end = peak_count[0]
crit_path_max_incr_delay_ns = 0.52
r2r-start = rd_ptr[2]
crit_arrival_ns = 6.78
startpoint = rd_en
required_ns = 15.48
reg2reg_depth = 11
reg2reg_to = peak_count[0]
rrSetupSlack_ns = 11.06
cp-end-kind = flip-flop

[run]
cap_violations = 0
warnings = 28

[run_status]
status = completed

[clock_network]
hold_buffers = 0
cts_tree = yes
clk_latency_ns = 0.61
cts_buffers = 58
clock-sinks = 570
clockRootBuffer = clkbuf_16
cts_setup_buffers = 0
clk_pin_slew_ns = 0.06
h-tree-depth = 2
ctsResizeCount = 0
cts_max_path_buffers = 3

[floorplan]
chipWidth_um = 235
io_pins = 84
coreArea_sq_mm = 0.0538
chipArea_sq_mm = 0.0554
rows = 85
initCoreUtil = 0.405
die_h_um = 235
==> kinds of logic after synthesis <==
kind of cell / after synthesis / share of synthesized area
AND-OR/OR-AND: 43 / 0.0146
XOR/XNOR: 17 / 0.00902
adder cells (fa/ha/maj): 14 / 0.00793
buffers and inverters: 64 / 0.0119
flip-flops: 570 / 0.759
multiplexers: 166 / 0.168
AND/OR/NAND/NOR: 131 / 0.0291
==> critical path, delay by kind of cell <==
kind | cells | cell delay [ns]
adder cells (fa/ha/maj) | 3 | 0.68
AND/OR/NAND/NOR | 3 | 0.55
AND-OR/OR-AND | 4 | 0.76
multiplexers | 1 | 0.33
XOR/XNOR | 2 | 0.57
buffers and inverters | 3 | 0.86
==> sequential cells by signal (all words and copies together) (netlist names), 5 cells and up <==
signal      flops
rd_ptr          5
mem           512
rd_data        32
data_count      5
peak_count      5
wr_ptr          5
==> stage by stage <==
stage,hold WS [ns],util,power (uW),cell area [sq um]
floorplan,0.421,-,2040,21800
global placement,0.445,0.437,2160,23500
detailed placement,0.446,0.437,2160,23500
CTS,0.454,0.471,3540,25300
global route,0.470,0.471,3620,25300
finish,0.450,0.471,3490,25300
==> final cells by class <==
type                       count  area, sq um
clock buffer                  84         1630
clock inverter                23          190
fill                        4335        28500
inverter                      13         48.8
multi-input combinational    371         5040
sequential                   570        16500
tap                          696          871
timing repair buffer         109         1020
==> placed cells by master (no fill, tap or decap), types with 2 or more instances in the layout <==
cell type	Yosys	layout
clkbuf_1	32	19
and3_1	2	2
mux4_2	160	160
edfxtp_1	512	512
nand3b_1	2	2
nand2b_1	2	2
clkbuf_8	0	6
dfxtp_4	0	2
nand2_1	73	73
xor2_1	5	5
a21boi_1	32	32
and2_1	16	4
dfxtp_1	58	54
nand4_1	3	3
mux2i_1	5	5
xnor2_1	8	8
nor2b_1	13	13
nor2_1	12	9
clkbuf_16	0	59
dfxtp_2	0	2
clkinv_2	0	12
a31oi_1	2	2
clkdlybuf4s50_1	0	82
clkinv_1	0	6
nor2_4	0	3
a21oi_1	2	2
xor2_2	2	2
and2_2	0	12
bufinv_16	0	3
o21ai_0	2	2
buf_4	1	26
ha_1	13	13
inv_1	13	13
==> power by group through the flow <==
stage	registers, uW	logic [uW]	clock network [uW]
6_report	1790	332	1370
5_1_grt	1800	364	1460
4_1_cts	1790	340	1400
==> worst min-delay path by stage <==
| stage | from | to |
|---|---|---|
| CTS | rd_data[0] | rd_data[0] |
| global route | rd_data[0] | rd_data[0] |
| finish | rd_data[0] | rd_data[0] |
==> per-layer routing <==
metal	routed length [um]	track usage	up-vias	part of all wire
li1	-	-	4346	-
met1	15700	0.236	4985	0.34
met2	22800	0.284	623	0.50
met3	6470	0.122	67	0.14
met4	833	0.0325	6	0.018
met5	36	0.00260	-	0.00078
No activity file was given, so power comes from the tool's default toggle rates.
